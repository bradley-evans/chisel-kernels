==> ./design.v <==
`timescale 1ns / 1ps
module Calculator(A,B,Result);
	input [143:0] A;
	input [143:0] B;
	output [143:0] Result;
	reg [143:0] Result;
	reg [15:0] A1 [0:2][0:2];
	reg [15:0] B1 [0:2][0:2];
	reg [15:0] Res1 [0:2][0:2];
	integer i,j,k;
	always@ (A or B)
	begin
		{A1[0][0],A1[0][1],A1[0][2],A1[1][0],A1[1][1],A1[1][2],A1[2][0],A1[2][1],A1[2][2]} = A;
		{B1[0][0],B1[0][1],B1[0][2],B1[1][0],B1[1][1],B1[1][2],B1[2][0],B1[2][1],B1[2][2]} = B;
		{Res1[0][0],Res1[0][1],Res1[0][2],Res1[1][0],Res1[1][1],Res1[1][2],Res1[2][0],Res1[2][1],Res1[2][2]} = 144'd0;
		i=0; j=0; k=0;
		for(i=0;i<3;i=i+1)
		begin
			for(j=0;j<3;j=j+1)
			begin
				for(k=0;k<3;k=k+1)
				begin
					Res1[i][j]=Res1[i][j]+ (A1[i][k]*B1[k][j]);
				end
			end
		end
		Result = {Res1[0][0],Res1[0][1],Res1[0][2],Res1[1][0],Res1[1][1],Res1[1][2],Res1[2][0],Res1[2][1],Res1[2][2]};
	end
endmodule
==> ./run.sh <==
#!/bin/bash
# OpenROAD 26Q1-2900-gdf79404cd8, Yosys 0.63+post, stock flow scripts
make -C /OpenROAD-flow-scripts/flow DESIGN_CONFIG=/design/flow/config.mk WORK_HOME=/design/flow/orfs finish
==> ./config.mk <==
export PLATFORM = sky130hd
export DESIGN_NAME = Calculator
export DESIGN_NICKNAME = Calculator
export VERILOG_FILES = /design/flow/design.v
export SDC_FILE = /design/flow/constraint.sdc
export NUM_CORES = 4
export LEC_CHECK = 1
export CORE_UTILIZATION = 40
==> ./constraint.sdc <==
current_design Calculator

set clk_period 20.1
set clk_io_pct 0.2

create_clock -name clk0 -period $clk_period

set non_clock_inputs [all_inputs -no_clocks]
set_input_delay [expr $clk_period * $clk_io_pct] -clock clk0 $non_clock_inputs
set_output_delay [expr $clk_period * $clk_io_pct] -clock clk0 [all_outputs]
==> flow_summary.yaml <==
# physical design summary
status:
  outcome: "finished clean"
placement:
  place_congestion: 0.9705
  dp_hpwl_um: 305900
  place_ws_ns: 3.599
  io_buffer_count: 432
  post_dp_cell_area_um2: 120000
global_routing:
  grt-ovfl-total: 0
  grt_pass1_vias: 88044
  antenna_found_initial: 52
  grt_max_degree: 49
  grt_pass1_wl_um: 579200
  track_usage: 0.3026
sta:
  worst_pin_slew_ns: 0.8347
  fmaxAchievable_mhz: 60.92
  grt_setup_unrepaired: "no"
  timing_hold_violations_final: 0
  finalWorstSetupSlack_ns: 3.686
  maxSlewHeadroom: 0.4418
  min_period_over_period: 0.8166
  finalSetupViolations: 0
  setup_tns_ns: 0
  period_minus_slack_ns: 16.41
  slew_violations: 0
critical_path:
  startpoint: "A[88]"
  required_ns: 16.08
  crit_family: "adder cells"
  critPathKind: "primary input to primary output"
  crit_buf_inv: 8
  cp_common_cell: "fa_1"
  crit_path_end_kind: "primary output"
  slowest_stage: "clkdlybuf4s50_1"
  critPathLaunchType: "primary input"
  crit_arrival_ns: 12.39
  cp.depth: 27
  cp_max_fo: 16
  critical_path.endpoint: "Result[63]"
  max_stage_delay_ns: 0.83
pwr:
  ir_worst_vdd_uv: 2190
  switching_share: 0.4930
  internal-power_w: 0.03335
  switchingPower_w: 0.03242
  powerDensity_nw_per_um2: 547.6
  p_leak_nw: 61.47
yosys:
  ys_warn_count: 4
  synth_area_um2: 112000
  synth_cell_types: 43
  common_cells: "inv_1 (3452), fa_1 (2592), and2_1 (2232), nand2_1 (1434), ha_1 (1224)"
  yosys_cells: 12810
  synth_seq_share: 0
  synth_adder_area_share: 0.5999
  synthCells: 12810
  ys_sh_xor: 0.07323
  topCellsByArea: "fa_1 (46%), ha_1 (14%), and2_1 (12%), inv_1 (12%), xnor2_1 (5.9%)"
  synthTopLogicFamily: "adder cells"
  ys_area_um2: 112000
  largest_area_cell: "fa_1"
  syn_avg_cell_area_um2: 8.745
  synthAoiAreaFrac: 0.01016
  ys_sh_simple: 0.1767
  yosys.area.top_type_share: 0.4632
  ys_sh_mux: 0
  most_common_cell: "inv_1"
drt:
  ant_nets: 0
  first_iter_violations: 3447
  first_pass_iters: 7
  drc_errors: 0
  drt_wl_total_um: 387000
  viasPerCell: 4.887
  vias: 81091
  post_drt_wl_per_cell_um: 23.32
floorplan:
  fp_util: 0.4037
  ios: 432
  dieWidth_um: 531.2
  placeableCoreArea_um2: 277500
  die-height_um: 531.2
  num_rows: 193
  dieArea_um2: 282200
cells_and_area:
  final_area_um2: 120100
  areaGrowthSynthToFinish_pct: 7.217
  n_clock_buffer: 0
  regArea_um2: 0
  ff_count: 0
  drive_above_1_share: 0.03252
clocking:
  hold_buffers: 0
  cts-resized-gates: 0
  postCtsSetupBuffers: 0
min_path:
  hp-class: "primary input to primary output"
job:
  maxCapViolCount: 0
  warnings: 32
[power groups by stage]
stage | clock (W) | sequential (W) | combinational (W)
CTS | 0 | 0 | 0.0672
global route | 0.0000000000881 | 0 | 0.0719
[metal layers]
layer | share of wire | wire [µm] | vias to the layer above | GRT usage
met3 | 0.11 | 44190 | 791 | 0.1364
met4 | 0.065 | 25300 | 52 | 0.1474
met2 | 0.46 | 179100 | 3464 | 0.4616
met5 | 0.0017 | 669 | - | 0.008718
li1 | - | - | 35941 | -
met1 | 0.36 | 137700 | 40843 | 0.3698
[cell usage in the layout, fill, tap and decap left out, drive strengths merged]
| cell type | count |
|---|---|
| clkdlybuf4s50 | 335 |
| or2 | 3 |
| inv | 3452 |
| and2 | 2232 |
| a311oi | 1 |
| nor2b | 20 |
| nand3 | 6 |
| o21ba | 2 |
| nand2 | 1440 |
| or4 | 1 |
| o21ai | 12 |
| or3 | 6 |
| o41ai | 2 |
| buf | 397 |
| o22ai | 2 |
| nor2 | 24 |
| nor3b | 2 |
| o21bai | 22 |
| o211a | 1 |
| a21bo | 3 |
| a21oi | 65 |
| and3 | 2 |
| nor3 | 7 |
| a21boi | 4 |
| a31o | 4 |
| xor2 | 173 |
| o311ai | 1 |
| a41oi | 1 |
| ha | 1224 |
| o21a | 9 |
| fa | 2592 |
| nand2b | 6 |
| a21o | 38 |
| xnor2 | 761 |
| diode | 32 |
| a41o | 5 |
[worst min-delay path by stage]
stage	from	end	slack, ns	cells after the start
CTS	A[32]	Result[32]	9.27	5
global route	A[32]	Result[32]	9.32	5
finish	A[32]	Result[32]	9.24	5
[area by class of cell]
cell class / instances / area (µm²)
Antenna cell: 32 / 80.08
Fill cell: 27599 / 157400
Tap cell: 3705 / 4636
Inverter: 3452 / 12960
Multi-Input combinational cell: 8671 / 96340
Timing Repair Buffer: 732 / 6091
[through the flow]
stage                     total power (W)    util  std cells  hold WS [ns]
after floorplan                   0.03367       -      12810         8.471
after global placement            0.06687  0.4326      16560         9.257
after detailed placement          0.06658  0.4326      16560         9.257
after CTS                         0.06718  0.4326      16560         9.268
after global routing              0.07194  0.4327      16573         9.317
final                             0.06577  0.4329      16592         9.243
[cells by family (layout without fill, tap and decap cells)]
family,count (synthesis),in the layout
simple gates,3749,3749
compound gates,172,172
buf+inv,4139,4184
fa+ha+maj,3816,3816
xor+xnor,934,934
other cells,0,32
Power figures rest on the tool's default switching activity, not on a simulated workload.
